--- /design/flow/design.v ---
module SPI_slave_control_select(
input PCLK,
input PRESETn,
input mstr,
input send_data,
input spiswai,
input [1:0] spi_mode,
input [11:0]baudratedivisor,
output reg ss,
output tip,
output reg receive_data
);
reg rcv;
wire [15:0]target;
reg [15:0] count;
parameter spi_run  = 2'b00;  
parameter spi_wait = 2'b01;
assign target=baudratedivisor << 4;  
wire run_or_wait;
assign run_or_wait=((spi_mode==spi_run)||(spi_mode==spi_wait));
assign tip=!ss;
always @(posedge PCLK or negedge PRESETn)
	begin
    if (!PRESETn)
      receive_data <= 1'b0;
    else
      receive_data <= rcv;
  end
always @(posedge PCLK or negedge PRESETn)
	begin
    if (!PRESETn)
      rcv <= 1'b0;
    else 
	 begin
		if (!((run_or_wait)&& (!spiswai)&&(mstr))) 
		rcv<=0;
		else if (send_data)
		rcv<=0;
		else if (!(count<=target-1'b1))
		rcv<=0;
		else if (count==target-1'b1)
		rcv<=1'b1;
	 end
  end
always @(posedge PCLK or negedge PRESETn)
	begin
    if (!PRESETn)
      ss <= 1'b1;
    else 
	 begin
		if (!((run_or_wait)&& (!spiswai)&&(mstr))) 
		ss<=1'b1;
		else if (send_data)
		ss<=0;
		else  
		ss<= (!(count<=target-1'b1));  
	 end
  end
always @(posedge PCLK or negedge PRESETn)
	begin
    if (!PRESETn)
      count <= 16'hffff;
    else 
	 begin
		if (!((run_or_wait)&& (!spiswai)&&(mstr))) 
		count<=16'hffff;
		else if (send_data)
		count<=16'b0;
		else if (!(count<=target-1'b1))
		count<= 16'hffff;
		else
		count<=count+1'b1;
	 end
  end
endmodule
--- /design/flow/run.sh ---
#!/bin/bash
# OpenROAD 26Q1-2900-gdf79404cd8, Yosys 0.63+post, stock flow scripts
make -C /OpenROAD-flow-scripts/flow DESIGN_CONFIG=/design/flow/config.mk WORK_HOME=/design/flow/orfs finish
--- /design/flow/config.mk ---
export PLATFORM = sky130hd
export DESIGN_NAME = SPI_slave_control_select
export DESIGN_NICKNAME = SPI_slave_control_select
export VERILOG_FILES = /design/flow/design.v
export SDC_FILE = /design/flow/constraint.sdc
export NUM_CORES = 4
export LEC_CHECK = 1
export CORE_AREA = 10 10 105 105
export DIE_AREA = 0 0 115 115
--- /design/flow/constraint.sdc ---
current_design SPI_slave_control_select

set clk_period 3.9
set clk_io_pct 0.2

create_clock -name clk0 -period $clk_period [get_ports {PCLK}]

set non_clock_inputs [all_inputs -no_clocks]
set_input_delay [expr $clk_period * $clk_io_pct] -clock clk0 $non_clock_inputs
set_output_delay [expr $clk_period * $clk_io_pct] -clock clk0 [all_outputs]
==> impl_metrics.env <==
# implementation run metrics
export IMPL_status="completed"
export IMPL_grt_usage_pct=4.74
export IMPL_drv_slew=0
export IMPL_dr_pass1_iters=4
export IMPL_synthFlopType="dfstp_2"
export IMPL_ys_seq_share_pct=35.4
export IMPL_die_size_y_um=115
export IMPL_drive_gt1_share_pct=16.9
export IMPL_yosysWarnings=1
export IMPL_clk_pin_slew_ns=0.06
export IMPL_viasPerCell=4.01
export IMPL_n_antenna_cell=0
export IMPL_grt_pass1_wl_um=5300
export IMPL_synth_cell_types=33
export IMPL_drc_errors=0
export IMPL_worst_pin_slew_ns=0.663
export IMPL_clockBufferDepth=2
export IMPL_finalSetupViolCount=0
export IMPL_whs_ns=0.393
export IMPL_start_kind="primary input"
export IMPL_netlist_instances=144
export IMPL_cts_root_buf="clkbuf_8"
export IMPL_hold_buffers=0
export IMPL_vdd_ir_drop_max_uv=107
export IMPL_grt_pass1_vias=1101
export IMPL_setup_ws_ns=0.475
export IMPL_cts_tree="yes"
export IMPL_core_um2=8760
export IMPL_dpl_hpwl_um=2360
export IMPL_ys_flops=19
export IMPL_crit_fanout=17
export IMPL_drt_wl_total_um=3060
export IMPL_boundaryPins=22
export IMPL_io_buffer_count=20
export IMPL_final_area_um2=1770
export IMPL_p_per_area_nw_per_um2=285
export IMPL_hold_viol=0
export IMPL_yosys_cells=144
export IMPL_cp_arrival_ns=3.58
export IMPL_die_x_um=115
export IMPL_cts_made_buffers=3
export IMPL_drtIter0Drc=73
export IMPL_ys_area_um2=1400
export IMPL_post_place_ws_ns=0.200
export IMPL_fin_crit_sh_pct=87.8
export IMPL_cts_resized=0
export IMPL_dieArea_um2=13200
export IMPL_cts_max_level=1
export IMPL_topCellsByArea="dfstp_2, ha_1, xnor2_1"
export IMPL_wl_per_cell_um=11.2
export IMPL_period_needed_ns=3.43
export IMPL_grt_start_max_net_pins=20
export IMPL_syn2layout_area_growth_pct=26.5
export IMPL_ant_nets=0
export IMPL_leakagePower_nw=0.661
export IMPL_fin_skew_ns=0.00857
export IMPL_insertion_delay_ns=0.26
export IMPL_fmax_ghz=0.292
export IMPL_yosysTopAreaCell="dfstp_2"
export IMPL_warning_count=26
export IMPL_row_count=34
export IMPL_fin_tns_setup_ns=0
export IMPL_gp_congestion=0.756
export IMPL_synth_area_per_cell_um2=9.74
export IMPL_hold_path_class="flop to flop"
export IMPL_timing_max_cap_violations=0
export IMPL_cts_num_sinks=19
export IMPL_antenna_found_initial=0
export IMPL_worstPathRequired_ns=4.05
export IMPL_end_kind="flop"
export IMPL_edf_count=0
export IMPL_grt_remaining_overflow=0
export IMPL_netlist_area_um2=1400
export IMPL_synthArstFlopShare_pct=100
export IMPL_placed_area_um2=1730
export IMPL_slew_limit_headroom_pct=55.7
export IMPL_fp_util_pct=16.0
export IMPL_post_synth_top_count_cell="dfstp_2"
export IMPL_critical_path_class="primary input to flop"
export IMPL_top_area_share_pct=31.8
export IMPL_p_total_mw=0.505
export IMPL_cts_setup_buffers=0
export IMPL_vias=1100
export IMPL_rsz0062_at_grt="false"
export IMPL_common_cells="dfstp_2, o211ai_1, ha_1, xnor2_1"
## power breakdown
group / internal [mW] / total (mW) / switching, mW
combinational: 0.0736 / 0.150 / 0.0763
clock: 0.0709 / 0.134 / 0.0628
sequential: 0.211 / 0.221 / 0.0100
total: 0.356 / 0.505 / 0.149
## layout by cell type, fill, tap and decap left out, drive strengths merged, types with 2 or more instances in the layout
cell	instances
buf	3
a21o	2
xor2	10
o211ai	15
a21oi	3
nand3	7
nor3	7
nor4	3
ha	14
nor2	10
clkbuf	3
inv	4
dfrtp	2
o21ai	2
clkdlybuf4s50	20
o21bai	2
nor3b	2
xnor2	14
nand4	7
nand2	10
dfstp	17
## metal layers
layer | vias up | part of all wire (%) | GRT usage (%) | wire length [um]
li1 | 577 | - | - | -
met5 | - | 0 | 0 | 0
met2 | 5 | 55 | 8.63 | 1680
met4 | 0 | 0 | 0.165 | 0
met1 | 518 | 43 | 5.79 | 1310
met3 | 0 | 2.4 | 1.16 | 73
## kinds of logic (layout without fill, tap and decap cells)
logic type / Yosys count / after routing / synth area share, %
flops: 19 / 19 / 35.4
compound gates: 28 / 28 / 14.4
buf+inv: 9 / 31 / 3.75
xor+xnor: 24 / 24 / 15.0
simple gates: 50 / 50 / 19.0
fa+ha+maj: 14 / 14 / 12.5
## stage by stage
stage / utilization (%) / cells
2_1_floorplan: - / 144
3_3_place_gp: 19.7 / 270
3_5_place_dp: 19.7 / 270
4_1_cts: 20.2 / 274
5_1_grt: 20.2 / 274
6_report: 20.2 / 274
## path summary, 6_finish.rpt
| check | from | to | slack [ns] | cells past startpoint |
|---|---|---|---|---|
| setup / recovery | baudratedivisor[2] | count[0] | 0.47 | 12 |
| hold / removal | rcv | receive_data | 0.39 | 0 |
| setup reg to reg | count[13] | count[0] | 1.84 | 7 |
| hold reg to reg | rcv | receive_data | 0.39 | 0 |
| max in group asynchronous | PRESETn | count[7] | 2.78 | 2 |
| min in group asynchronous | PRESETn | receive_data | 0.86 | 2 |
## worst max-delay path: stages
cell and delay (ns):
clkdlybuf4s50_1 0.47, nor4_1 0.38, nand2_1 0.15, nor4_1 0.24, xnor2_1 0.16, ha_1 0.27, a21o_1 0.16, a21o_1 0.17
a22oi_1 0.26, a221o_1 0.19, buf_4 0.22, o211ai_1 0.12
## sequential cells by signal, indices dropped and copies added, names as in the netlist
signal,cells
count,16
rcv,1
receive_data,1
ss,1
## final cells by class
class	count	area (um2)
fill	942	6990
multi-input combinational	116	858
sequential	19	497
timing repair buffer	23	223
tap	108	135
clock buffer	3	41.3
inverter	4	15.0
clock inverter	1	5.00
Power is estimated from default activity; no workload was simulated.
