===== design.v =====
module APB_Slave_Interface (
    input         PCLK,
    input         PRESETn,
    input  [2:0]  PADDR,
    input         PWRITE,
    input         PSEL,
    input         PENABLE, 
    input  [7:0]  PWDATA,
    output reg [7:0]  PRDATA,  
    output        PREADY,
    output        PSLVERR,
    output    reg  [7:0]  mosi_data, 
    input      [7:0]   miso_data,
    input        ss,
	input receive_data,
	input tip,
	output mstr,
	output cpol,
	output cpha,
	output lsbfe,
	output spiswai,
	output [2:0] sppr,
	output [2:0] spr,
	output reg spi_interrupt_request,  
	output reg [1:0]spi_mode,  
	output reg send_data); 
reg [7:0] SPI_CR1;
reg [7:0] SPI_CR2;
reg [7:0] SPI_SR;
reg [7:0] SPI_DR;
reg [7:0] SPI_BR;
wire sptef;      
wire spif;       
wire spe;        
wire modfen;     
wire modf;       
wire ssoe;       
wire wr_enb;
wire rd_enb;
wire spie;
wire sptie;      
	parameter default_CR1=8'h04;  
	parameter cr2_mask = 8'b0001_1011;
	parameter default_CR2=8'h00; 
	parameter br_mask  = 8'b0111_0111;
	parameter default_BR=8'h00;
	parameter default_DR=8'h00;
parameter spi_run  = 2'b00;   
parameter spi_wait = 2'b01;   
parameter spi_stop = 2'b10;   
reg [1:0] next_mode;          
reg [1:0] STATE, next_state;  
parameter IDLE   = 2'b00;  
parameter SETUP  = 2'b01;  
parameter ENABLE = 2'b10;  
always @(posedge PCLK or negedge PRESETn)
	begin
    if (!PRESETn)
      spi_mode <= spi_run;
    else
      spi_mode <= next_mode;
  end
always @(*) begin  
  next_mode=spi_mode;
    case (spi_mode)
      spi_run: begin
        if (!spe)
          next_mode = spi_wait;
			end
      spi_wait: begin
			if (spe)
				next_mode = spi_run;
			else if (spiswai)
				next_mode = spi_stop;
			end
      spi_stop: begin
        if (spe)
          next_mode = spi_run;
        else if (!spiswai)
          next_mode = spi_wait;
         end
      default: next_mode = spi_run;
    endcase
 end
always @(posedge PCLK or negedge PRESETn)
begin
if(!PRESETn)
	STATE<=IDLE;
else
	STATE<=next_state;
end
always @(STATE or PSEL or PENABLE )
begin
next_state=STATE;
case(STATE)
	IDLE:begin 
		if(PSEL && !PENABLE)next_state= SETUP;
		end
	SETUP:begin
		next_state=IDLE;
		if(PSEL && PENABLE)next_state= ENABLE;
		else if(PSEL && !PENABLE)next_state= SETUP;
		end
	ENABLE:begin
		next_state=IDLE;
		if(PSEL) next_state= SETUP;
	end
	endcase
end
assign ssoe  = SPI_CR1[1];
assign mstr  = SPI_CR1[4];
assign spe   = SPI_CR1[6];
assign spie  = SPI_CR1[7];
assign sptie = SPI_CR1[5];
assign cpol  = SPI_CR1[3];
assign cpha  = SPI_CR1[2];
assign lsbfe = SPI_CR1[0];
assign modfen  = SPI_CR2[4];    
assign spiswai = SPI_CR2[1];    
assign sppr = SPI_BR[6:4];
assign spr  = SPI_BR[2:0];
assign wr_enb = PWRITE && (STATE == ENABLE); 
assign rd_enb = !PWRITE && (STATE == ENABLE);
assign PREADY = (STATE == ENABLE) ? 1'b1 : 1'b0;
assign PSLVERR = (STATE == ENABLE) ? tip : 1'b0;
assign sptef=(SPI_DR==8'h00); 
assign spif =(SPI_DR!==8'h00);
always @(*)
begin
SPI_SR=(!PRESETn)?8'b0010_0000:{spif,1'b0,sptef,modf,4'b0};   
end
assign modf = (~ss)&(mstr)&(modfen)&(~ssoe); 
always @(*) begin
  case ({spie, sptie})
    2'b00: spi_interrupt_request = 1'b0;                            
    2'b10: spi_interrupt_request = spif || modf;                   
    2'b01: spi_interrupt_request = sptef;                          
    2'b11: spi_interrupt_request = spif || sptef || modf;          
    default: spi_interrupt_request = 1'b0;                       
  endcase
end
always @(posedge PCLK or negedge PRESETn )
 begin
	if (!PRESETn)
	begin
		SPI_CR1<=default_CR1;
		SPI_CR2<=default_CR2;
		SPI_BR<=default_BR;
	end
else if (wr_enb )
	begin
		if ((PADDR==3'b000))
			SPI_CR1<=PWDATA;
		if ((PADDR==3'b001))
			SPI_CR2<=(PWDATA& cr2_mask);
		if ((PADDR==3'b010))
			SPI_BR<=(PWDATA & br_mask);
	end	
end
wire run_or_wait;
assign run_or_wait=((spi_mode==spi_run)||(spi_mode==spi_wait));
always @(posedge PCLK or negedge PRESETn )
 begin
	if (!PRESETn)
	begin
		SPI_DR<=default_DR;
	end
else if (!wr_enb )
	begin
		if (run_or_wait &&(SPI_DR==PWDATA) &&(SPI_DR!=miso_data))
			SPI_DR<=8'b0;
		else
			begin
			if (receive_data && run_or_wait)
				SPI_DR<=miso_data;	
			end	
	end	
else  begin 
		if ((PADDR==3'b101))
			SPI_DR<=PWDATA;
		end
	end 
always @(posedge PCLK or negedge PRESETn )
 begin
	if (!PRESETn)
		send_data<=1'b0;
	else if (!wr_enb )
	  begin 
		if (run_or_wait &&(SPI_DR==PWDATA) &&(SPI_DR!=miso_data))
			send_data<=1'b1;
		else
			begin  
			if (receive_data && run_or_wait)
				send_data<=0;
			else
				send_data<=0;
		end
	end 
end
always@(posedge PCLK or negedge PRESETn)
begin
	if(!PRESETn)
	   mosi_data <= 0;
   else if ((SPI_DR == PWDATA) && (SPI_DR != miso_data) && (run_or_wait) && ~wr_enb) 
    	begin
      	 mosi_data <= SPI_DR;
		end
end
always@(*)
	begin
		if (!rd_enb)
			PRDATA=8'b0;
		else if (PADDR==3'b000)
			PRDATA=SPI_CR1;
		else if (PADDR==3'b001)
			PRDATA=SPI_CR2;
		else if (PADDR==3'b010)
			PRDATA=SPI_BR;
		else if (PADDR==3'b011)
			PRDATA=SPI_SR;
		else if (PADDR==3'b101)  
			PRDATA=SPI_DR;
		else		
			PRDATA=8'b0 ;
	end
	 endmodule

===== run.sh =====
#!/bin/bash
# OpenROAD 26Q1-2900-gdf79404cd8, Yosys 0.63+post, stock flow scripts
make -C /OpenROAD-flow-scripts/flow DESIGN_CONFIG=/design/flow/config.mk WORK_HOME=/design/flow/orfs finish

===== config.mk =====
export PLATFORM = sky130hd
export DESIGN_NAME = APB_Slave_Interface
export DESIGN_NICKNAME = APB_Slave_Interface
export VERILOG_FILES = /design/flow/design.v
export SDC_FILE = /design/flow/constraint.sdc
export NUM_CORES = 4
export LEC_CHECK = 1
export CORE_UTILIZATION = 50

===== constraint.sdc =====
current_design APB_Slave_Interface

set clk_period 3.5
set clk_io_pct 0.2

create_clock -name clk0 -period $clk_period [get_ports {PCLK}]

set non_clock_inputs [all_inputs -no_clocks]
set_input_delay [expr $clk_period * $clk_io_pct] -clock clk0 $non_clock_inputs
set_output_delay [expr $clk_period * $clk_io_pct] -clock clk0 [all_outputs]

==> CHANGELOG.md <==
### Changed

* Placer congestion estimate at 0.885
* Commonest flop: dfrtp_1
* RSZ-0062 raised after global routing: no
* Post-DP Area at 2780 um^2
* Tool Warnings at 26
* I/O pin cnt at 60
* Top cell area share at 44.6%
* Synth cell types at 40
* Vias in the first global route at 1,691
* Die width at 67.3 um
* Clk slew on worst S/H paths at 0.07 ns
* Synth Register Bits at 40
* Fp util at 52.6%
* Setup Viol. Count Final at 0
* Most frequent logic cell in the layout: clkdlybuf4s50_1
* CP bufs+invs at 3
* DRT Pass-1 Iters at 4
* Largest net degree at the start of global routing at 32
* Crit path DAT at 2.53 ns
* Final Max Slew Viols at 0
* Crit path from: PADDR[0]
* # rows at 23
* Peak supply drop at 0.000265 V
* Async set-or-reset flop fraction in the synthesized netlist at 100%
* Clk Latency, worst-skew pair at 0.29 ns
* Cell mode on critical path: clkdlybuf4s50_1
* Final ANT Viol Nets at 0
* Worst-path maximum fanout at 8
* # diodes at 0
* Core area at 4060 um^2
* Slew margin rel. at 63.5%
* FF-to-FF path depth at 5
* Area grow syn2layout at 34.8%
* Vias/cell at 5.68
* Max-Cap Viols at 0
* CP top delay family: buffers and inverters
* Gr ovfl total at 0
* Min Tclk post-route at 3.23 ns
* Bufs on Longest Clock Path at 2
* # hold bufs at CTS at 0
* Fraction of layout cells with a size suffix above 1 at 17.0%
* Post-synth area hogs: dfrtp_1, mux2_2, xnor2_1, xor2_1, nor2_1
* CP max stage cell: clkdlybuf4s50_1
* # Cells Yosys at 201
* Number of enable flip-flop cells at 0
* Post-DP HPWL at 3.88 mm
* Area leader, netlist: dfrtp_1
* Launching point of the worst reg2reg path: SPI_DR[5]
* Worst-Margin Slew at 0.543 ns
* Resize count post-CTS at 0
* Top cells excl fill/tap: clkdlybuf4s50_1, dfrtp_1, mux2_2, nor2_1, nor3_1
* First-pass GRT wire length at 8.45 mm
* Cells along the critical path: clkdlybuf4s50_1 > nor2b_1 > buf_4 > nand3_1 > a21oi_1 > clkdlybuf4s50_1
* CTS buffer count at 5
* Post-Route WL at 5.14 mm
* Final Skew at 0.00431 ns
* Yosys warns at 1
* Critical path required time at 2.80 ns
* WS Path Type: in2out
* Final period util at 92.2%
* CTS sink cnt at 40
* Root Driver: clkbuf_8
* CP Launch Type: primary input
* Post-CTS Setup Inserts at 0
* Setup TNS Final at 0 ns
* Die area at 4530 um^2
* Die H at 67.3 um
* Terminus of the critical flop-to-flop path: mosi_data[4]
* Syn_area_per_cell at 10.6 um^2
* Hold slack at 0.277 ns
* Fin area at 2880 um^2
* CP max stage delay at 0.62 ns
* Via count at 1,782
* Fin. Hold Viols at 0
* WL/cell at 16.4 um
* FMAX at 0.310 GHz
* CTS tree: done
* Initial antenna violation count at 0
* Yosys stat area at 2130 um^2
* Post-Synthesis Cells at 201
* Crit. End Element: output pin
* P per Cell Area at 367 nW/um^2
* # H-tree levels at 2
* Pleak at 0.00120 uW
* Count of input and output buffers at 59
* Cell Area, Synth at 2130 um^2
* Status: completed
* Filler cells at 295
* Total global-route track usage at 26.3%
* Worst hold path type: in2async
* Seq share, synth at 47.0%
* Detailed router's first-iteration violation count at 164
* Residual DRC count at 0
* R2R Setup Slk at 1.39 ns
==> layout make-up <==
| cell class | count | area, um^2 | share of cell area (%) |
|---|---|---|---|
| inverter | 3 | 11.3 | 0.391 |
| sequential | 40 | 1000 | 34.9 |
| tap | 50 | 62.6 | 2.17 |
| clock buffer | 7 | 86.3 | 3.00 |
| timing repair buffer | 66 | 638 | 22.2 |
| multi-input combinational | 147 | 1070 | 37.1 |
| clock inverter | 1 | 7.51 | 0.261 |
==> cells by family (layout without fill, tap and decap cells) <==
group                      count (synthesis)  after routing  share of synthesized area (%)
and+or+nand+nor                           64             64                           15.4
AOI/OAI and AO/OA                         36             36                           11.8
DFF                                       40             40                           47.0
buffers and inverters                     14             77                           2.93
muxes                                     29             29                           15.3
adders and majority gates                  1              1                          0.469
xor gates and xnor gates                  17             17                           6.98
==> synthesized netlist by cell type (all sizes together), types with 6 or more instances <==
cell type,instances
dfrtp,38
mux2,26
nor2,18
nor3,11
a21oi,9
clkbuf,9
xnor2,9
o22ai,8
xor2,8
nand3,7
nand2,6
nand2b,6
o21ai,6
==> worst max path at each step <==
| stage | to | cells after the start | slack (ns) |
|---|---|---|---|
| 4_1_cts | PRDATA[1] | 6 | 0.29 |
| 5_1_grt | PRDATA[4] | 7 | 0.11 |
| 6_report | PRDATA[1] | 6 | 0.27 |
==> worst register-to-register path: cells and delay by family, from the launching register on <==
family | cells | cell delay [ns]
DFF | 1 | 0.49
buffers and inverters | 1 | 0.30
and+or+nand+nor | 1 | 0.12
AOI/OAI and AO/OA | 1 | 0.54
xor gates and xnor gates | 1 | 0.21
muxes | 1 | 0.35
==> through the flow <==
stage / setup slack, ns / util (%) / cells / power (uW)
2_1_floorplan: 1.10 / - / 201 / 622
5_1_grt: 0.107 / 70.9 / 314 / 1110
6_report: 0.272 / 70.9 / 314 / 1050
3_5_place_dp: 0.298 / 68.6 / 306 / 747
3_3_place_gp: 0.300 / 68.6 / 306 / 743
4_1_cts: 0.286 / 70.9 / 314 / 1060
==> state kept, by name (all words and copies together) (netlist names) <==
name	count
SPI_CR1	8
SPI_CR2	3
SPI_DR	8
STATE	3
mosi_data	8
send_data	1
spi_mode	2
spiswai	1
sppr	3
spr	3
==> per-layer routing <==
metal | vias to the layer above | GRT usage, % | share of wire [%]
met2 | 60 | 40.3 | 46
met3 | 8 | 4.62 | 5.2
met5 | - | 0 | 0
met1 | 866 | 42.8 | 48
met4 | 0 | 2.39 | 1.0
li1 | 848 | - | -
==> report_power, final <==
group	leakage (uW)	total (uW)	switching, uW	internal (uW)
clock network	0.0000445	317	157	160
registers	0.000515	538	37.7	500
logic	0.000636	200	70.5	130
total	0.00120	1050	265	790
Power and IR drop assume default switching activity.
