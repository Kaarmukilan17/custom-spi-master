**config.mk**
```make
export PLATFORM = sky130hd
export DESIGN_NAME = Shift_register
export DESIGN_NICKNAME = Shift_register
export VERILOG_FILES = /design/flow/design.v
export SDC_FILE = /design/flow/constraint.sdc
export NUM_CORES = 4
export LEC_CHECK = 1
export CORE_UTILIZATION = 30
```
**constraint.sdc**
```tcl
current_design Shift_register

set clk_period 3.0
set clk_io_pct 0.2

create_clock -name clk0 -period $clk_period [get_ports {PCLK}]

set non_clock_inputs [all_inputs -no_clocks]
set_input_delay [expr $clk_period * $clk_io_pct] -clock clk0 $non_clock_inputs
set_output_delay [expr $clk_period * $clk_io_pct] -clock clk0 [all_outputs]
```
**design.v**
```verilog
module 	Shift_register(input PCLK,
input PRESETn,
input	ss,
input receive_data,
input send_data,
input miso,
input cpol,
input cphase,
input lsbfe,
input [7:0]data_mosi,
input flag_low,
input flag_high,
input flags_low,
input flags_high,
output [7:0]data_miso,
output reg mosi);  
reg [7:0] temp_reg,shift_register;
reg [2:0] count,count1,count2,count3;  
wire [3:0]sel0_1;
wire [3:0]sel2_3;
assign data_miso=receive_data?temp_reg:8'b0;
always @(posedge PCLK or negedge PRESETn )
 begin
	if (!PRESETn) begin
		temp_reg<=0;
		shift_register<=0;
		mosi<=1'b0;
			end
	else begin
		if (send_data) begin
		shift_register<=data_mosi;
	 	 end
		 if (!ss) begin
				casex(sel0_1)   
				4'b00x1:if (flags_low) mosi<=shift_register[count1]; 
				4'b011x:if (flags_low) mosi<=shift_register[count]; 
				4'b10x1:if (flags_high) mosi<=shift_register[count1]; 
				4'b111x:if (flags_high) mosi<=shift_register[count];
				endcase
			if (flag_low | flag_high) begin 
				casex(sel2_3)		 
				4'b00x1:temp_reg[count3]<=(miso)&(flag_low) ;	 
				4'b011x:temp_reg[count2] <=(miso)&(flag_low) ;		 
				4'b10x1:temp_reg[count3]<=(miso)&(flag_high);			 
				4'b111x:temp_reg[count2] <=(miso)&(flag_high);
				endcase
			end
		 end  
	end 	 
end
assign sel0_1={cpol^cphase,lsbfe,(count<=3'd7),(count1>=3'd0)};
assign sel2_3={cpol^cphase,lsbfe,(count2<=3'd7),(count3>=3'd0)};
always @(posedge PCLK or negedge PRESETn) begin
    if (!PRESETn) begin
        count <= 3'd0;
        count1 <= 3'd7;
		  count2 <= 3'd0;
        count3 <= 3'd7;
    end
	 else begin
		 if (!ss) begin
			casex(sel0_1)  
			4'b00x0:count1<=3'd7;
			4'b00x1:if (flags_low) count1<=(count1-1'b1);
			4'b010x:count<=3'd0;
			4'b011x:if (flags_low) count<=(count+1'b1);
			4'b10x0:count1<=3'd7;
			4'b10x1:if (flags_high) count1<=(count1-1'b1);
			4'b110x:count<=3'd0;
			4'b111x:if (flags_high) count<=(count+1'b1);
			endcase
			casex(sel2_3)  
			4'b00x0:count3<=3'd7;
			4'b00x1:if (flag_low) count3<=(count3-1'b1);
			4'b010x:count2<=3'd0;
			4'b011x:if (flag_low) count2<=(count2+1'b1);
			4'b10x0:count3<=3'd7;
			4'b10x1:if (flag_high) count3<=(count3-1'b1);
			4'b110x:count2<=3'd0;
			4'b111x:if (flag_high) count2<=(count2+1'b1);
			endcase
		 end  
	end 	 
end
	endmodule
```
**run.sh**
```bash
#!/bin/bash
# OpenROAD 26Q1-2900-gdf79404cd8, Yosys 0.63+post, stock flow scripts
make -C /OpenROAD-flow-scripts/flow DESIGN_CONFIG=/design/flow/config.mk WORK_HOME=/design/flow/orfs finish
```
==> results.json <==
{
  "numPortBuffers": 29,
  "maxSlewHeadroom_pct": 51.4,
  "p_leak_uw": 0.00103,
  "cts_tree": "built",
  "synth.distinct_cells": 53,
  "grt_remaining_overflow": 0,
  "grt_pass1_vias": 1720,
  "fin_setup_tns_ns": 0,
  "ys_cells": 216,
  "ctsResizeCount": 0,
  "setup.worst_path.start": "receive_data",
  "drt-vias-per-instance": 5.36,
  "clk_pin_slew_ns": 0.06,
  "setup_ws_ns": 0.614,
  "tightest_slew_ns": 0.719,
  "firstDrtPassIters": 4,
  "wl_mm": 4.69,
  "numClockSinks": 29,
  "fillers": 666,
  "finalClockPeriodUsage_pct": 79.5,
  "warnings": 30,
  "rows": 30,
  "vdd_drop_max_mv": 0.264,
  "grt_setup_unrepaired": "no",
  "track_usage_pct": 13.9,
  "endpoint_kind": "output pin",
  "cp_data_arrival_time_ns": 1.79,
  "vias": 1770,
  "placedCellCount": 322,
  "r2r-end": "mosi$_DFFE_PN0P_",
  "drc": 0,
  "r2r_start": "count[0]$_DFFE_PN0P_",
  "cts_root_buffer": "clkbuf_8",
  "holdWs_ns": 0.494,
  "final-instance-count-excl-fill": 330,
  "place_worst_setup_slack_ns": 0.429,
  "die-area_sq_um": 7320,
  "ioPinCount": 30,
  "reg2regPathDepth": 7,
  "drive_gt1_share_pct": 13.2,
  "slew_violations": 0,
  "antenna_cells": 0,
  "syn_to_final_growth_pct": 21.3,
  "syn-mean-instance-area_sq_um": 9.70,
  "synth_flop_count": 29,
  "yosysWarnings": 1,
  "clock-skew-final_ns": 0.00690,
  "die_w_um": 85.6,
  "syn-instance-count": 216,
  "hold_viol": 0,
  "power.density_nw_per_um2": 828,
  "die.size.y_um": 85.6,
  "clock_latency_ns": 0.28,
  "syn_area_sq_um": 2100,
  "critical_path.endpoint": "data_miso[0]",
  "grt_max_degree": 30,
  "yosys.stat.seqShare_pct": 35.0,
  "ff_type": "dfrtp_1",
  "synth.top_cell.area_share_pct": 27.5,
  "path_max_fanout": 8,
  "holdCritPathClass": "reg2reg",
  "crit_type": "in2out",
  "edf_count": 0,
  "cts_setup_buffers": 0,
  "drtIter0Drc": 89,
  "synth_top_cell_by_count": "dfrtp_1",
  "gp_congestion": 0.899,
  "cts_max_path_buffers": 2,
  "common_cells": "dfrtp_1 (23), nand2_1 (14), ha_1 (11), mux2_2 (11)",
  "ys_chip_area_sq_um": 2100,
  "dp_hpwl_mm": 3.58,
  "antenna_found_initial": 0,
  "r2r_slack_ns": 0.64,
  "outcome": "finished clean",
  "cts_hold_buf": 0,
  "topCellsByArea": "dfrtp_1 (27%), dfstp_2 (7.5%), ha_1 (6.6%), mux2_2 (5.9%), mux2i_1 (3.8%)",
  "power_uw": 2100,
  "synthArstFlopShare_pct": 100,
  "yosys.area.top_type": "dfrtp_1",
  "grt_pass1_wl_mm": 8.09,
  "fin_crit_ns": 2.39,
  "required_ns": 2.40,
  "setup_violations": 0,
  "avgRoutedWirePerCell_um": 14.2,
  "fp-utilization_pct": 31.0,
  "cp-start-kind": "primary input",
  "numCtsBuffers": 5,
  "core_sq_um": 6760,
  "ant_nets": 0,
  "fmax_mhz": 419,
  "maxCapViolations": 0,
  "h-tree-depth": 2
}
## kinds of logic after synthesis
kind of cell | after synthesis | synth area share [%]
muxes | 19 | 9.73
adders and majority gates | 11 | 6.57
DFF | 29 | 35.0
and+or+nand+nor | 76 | 20.5
AOI/OAI and AO/OA | 54 | 19.7
buffers and inverters | 18 | 4.78
xor gates and xnor gates | 9 | 3.76
## cells in the final DEF (no fill, tap or decap), types with 4 or more instances in the layout
master           instances
inv_1                   10
nand3_1                  8
buf_4                    5
mux2i_1                  8
dfstp_2                  6
clkbuf_8                 5
o211ai_1                 5
nor2_1                  10
nand3b_1                 4
xnor2_1                  7
ha_1                    11
o21ai_0                  8
dfrtp_1                 23
clkdlybuf4s50_1         29
and2_1                  10
nor2b_1                  6
a21oi_1                  4
mux2_2                  11
o22ai_1                  5
a32oi_1                  4
nand2_1                 14
## per-stage QoR
step           utilization [%]  area [sq um]
2_1_floorplan                -          2100
3_3_place_gp              36.4          2460
3_5_place_dp              36.4          2460
4_1_cts                   37.6          2540
5_1_grt                   37.6          2540
6_report                  37.6          2540
## power by group
part	internal (uW)	switching (uW)
clock	164	142
sequential	566	210
combinational	496	525
total	1230	877
## worst min-delay path by stage
stage	end	depth (start not counted)	slack, ns	from
6_report	mosi$_DFFE_PN0P_	2	0.49	mosi$_DFFE_PN0P_
5_1_grt	count1[2]$_DFFE_PN1P_	1	0.52	count1[2]$_DFFE_PN1P_
4_1_cts	count1[2]$_DFFE_PN1P_	1	0.51	count1[2]$_DFFE_PN1P_
## final cells by class
type	count	area, sq um	area share [%]
Sequential cell	29	733	28.9
Inverter	10	37.5	1.48
Tap cell	80	100	3.94
Clock buffer	8	80.1	3.15
Timing Repair Buffer	34	328	12.9
Multi-Input combinational cell	169	1260	49.7
## critical path: stages
cell	delay [ns]
clkdlybuf4s50_1	0.57
and2_1	0.16
clkdlybuf4s50_1	0.45
## layer usage
layer	vias to the layer above	GRT usage [%]	part of all wire, %
li1	879	-	-
met1	853	18.7	46
met2	34	24.9	49
met3	4	2.34	3.6
met4	0	1.21	0.72
met5	-	0	0
Power figures rest on the tool's default switching activity, not on a simulated workload.
